==> /design/flow/run.sh <==
#!/bin/bash
# OpenROAD 26Q1-2900-gdf79404cd8, Yosys 0.63+post, stock flow scripts
make -C /OpenROAD-flow-scripts/flow DESIGN_CONFIG=/design/flow/config.mk WORK_HOME=/design/flow/orfs finish
==> /design/flow/config.mk <==
export PLATFORM = sky130hd
export DESIGN_NAME = oc8051_multiply
export DESIGN_NICKNAME = oc8051_multiply
export VERILOG_FILES = /design/flow/design.v
export SDC_FILE = /design/flow/constraint.sdc
export NUM_CORES = 4
export LEC_CHECK = 1
export CORE_AREA = 10 10 106 106
export DIE_AREA = 0 0 116 116
==> /design/flow/constraint.sdc <==
current_design oc8051_multiply

set clk_period 9.7
set clk_io_pct 0.2

create_clock -name clk0 -period $clk_period [get_ports {clk}]

set non_clock_inputs [all_inputs -no_clocks]
set_input_delay [expr $clk_period * $clk_io_pct] -clock clk0 $non_clock_inputs
set_output_delay [expr $clk_period * $clk_io_pct] -clock clk0 [all_outputs]
==> /design/flow/design.v <==
module oc8051_multiply (clk, rst, enable, valid_out, src1, src2, des1, des2, desOv);
input clk, rst, enable;
input [7:0] src1, src2;
output desOv, valid_out;
output [7:0] des1, des2;
wire [15:0] mul_result1, mul_result, shifted;
reg [1:0] cycle;
reg [15:0] tmp_mul;
assign mul_result1 = src1 * (cycle == 2'h0 ? src2[7:6] 
                           : cycle == 2'h1 ? src2[5:4]
                           : cycle == 2'h2 ? src2[3:2]
                           : src2[1:0]);
assign shifted = (cycle == 2'h0 ? 16'h0 : {tmp_mul[13:0], 2'b00});
assign mul_result = mul_result1 + shifted;
assign des1 = mul_result[15:8];
assign des2 = mul_result[7:0];
assign desOv = | des1;
assign valid_out = cycle == 3'h3;
always @(posedge clk or posedge rst)
begin
  if (rst) begin
    cycle <= #1 2'b0;
    tmp_mul <= #1 16'b0;
  end else begin
    if (enable) cycle <= #1 cycle + 2'b1;
    tmp_mul <= #1 mul_result;
  end
end
endmodule
==> job_summary.md <==
### Yosys + OpenROAD results

| Metric | Value |
|---|---|
| Share of cells above drive strength 1 | 6.00% |
| YS warnings | 1 |
| Status | finished, final reports clean |
| Worst setup SP type | input pin |
| Chip Area | 0.0135 mm² |
| Io pins | 37 |
| Netlist Area Pre-Place | 0.00152 mm² |
| # DRC | 0 |
| Largest net degree at the start of global routing | 21 |
| Chip Area, Yosys | 0.00152 mm² |
| Tcrit/Tclk final | 85.2% |
| Worst Hold Class | flip-flop to flip-flop |
| HPWL after DPL | 3080 µm |
| Cells after Synth | 166 |
| Final ANT Viol Nets | 0 |
| Global-route wire length before repair | 6310 µm |
| Routed vias/inst | 3.99 |
| Unique cell types | 40 |
| Mean post-synth cell area | 9.16 µm² |
| Clock latency (worst-skew pair) | 250 ps |
| Post-layout util | 22.7% |
| Setup ws final | 1440 ps |
| Critical Path AT | 6320 ps |
| GP Congestion | 0.864 |
| First DRT Iteration DRCs | 40 |
| Post-CTS Hold Buffers | 0 |
| Final setup TNS | 0 ps |
| CP endpoint kind | output port |
| Worst EP required | 7760 ps |
| Total Routing Usage GR | 5.78% |
| Vias | 1,230 |
| Post-synth EDFFs | 0 |
| Ys cells | 166 |
| Cell Pwr Density | 441 mW/mm² |
| Post-route minimum period | 8260 ps |
| CP Max Fanout | 8 |
| PortBufs | 36 |
| Ant. Diodes | 0 |
| Most frequent cells in the layout | clkdlybuf4s50_1 (36), nand2_1 (20), inv_1 (20), dfrtp_1 (16), ha_1 (14) |
| Core area | 0.00885 mm² |
| Total CTS buffers | 3 |
| Clock root buffer | clkbuf_8 |
| Initial antenna violation count | 0 |
| Achievable Freq | 121 MHz |
| Top cell excl fill/tap | clkdlybuf4s50_1 |
| Max-slew violations | 0 |
| Final Hold Violating Endpoints | 0 |
| Clock sinks | 16 |
| DR WL/cell | 12.3 µm |
| Log Warnings | 28 |
| Clock-pin slew on the worst setup and hold paths | 70 ps |
| Async SR Flop Fraction | 100% |
| FP Util | 17.2% |
| Gr ovfl total | 0 |
| Sequential share of the synthesized area | 26.3% |
| Pre-CTS WS | 1460 ps |
| CTS tree | done |
| Postcts setup bufs | 0 |
| Final wirelength | 3780 µm |
| Die Span Y | 116 µm |
| Clock buffer depth | 2 |
| RSZ-0062 raised after global routing | false |
| IR drop worst, VDD | 92.3 µV |
| Number of global-route vias before repair | 1,309 |
| Area Growth Syn to Fin | 31.9% |
| Leakage | 0.868 nW |
| # rows | 34 |
| Fin Clk Skew | 5.06 ps |
| Setup CP Type | input pin to output port |
| Slew margin rel. | 51.0% |
| Max-cap violation count | 0 |
| Final setup violation count | 0 |
| Worst-Margin Slew | 735 ps |
| Seq cells post-synth | 16 |
| H-tree levels | 1 |
| Die X-Extent | 116 µm |
| # resized after CTS | 0 |
| Top FF cell, synth | dfrtp_1 |
| DRT Pass-1 Iters | 4 |
## worst paths after layout
kind | start | to | slack (ps) | cells after the start
max | src2[3] | desOv | 1440 | 18
min | cycle[0] | cycle[0] | 530 | 1
max reg2reg | cycle[0] | tmp_mul[12] | 5610 | 15
min reg2reg | cycle[0] | cycle[0] | 530 | 1
max in group asynchronous | rst | cycle[1] | 7230 | 2
min in group asynchronous | rst | tmp_mul[7] | 2070 | 2
## layer usage
metal	vias to the layer above	share of wire (%)	GRT usage, %
met4	0	1.6	1.17
met3	4	5.9	1.31
met2	22	51	10.5
met1	581	42	6.80
met5	-	0	0
li1	623	-	-
## registers in the layout (all words and copies together) (netlist names)
name     cells
cycle        2
tmp_mul     14
## area by class of cell
type,instances,area (µm²)
fillers,939,6840
multi-input cells,125,993
flip-flops and latches,16,400
repair buffers,36,360
well taps,108,135
inverters,20,75.1
clock buffers,3,41.3
## critical path: stages
cell	delay [ps]
clkdlybuf4s50_1	460
mux2i_1	60
nor2_1	90
a21oi_1	40
o21ai_1	470
nand2_1	160
fa_1	490
inv_1	70
ha_1	200
inv_1	70
fa_1	390
nand2b_1	190
a21o_4	240
a311oi_4	300
a41oi_1	160
o311ai_1	110
or4b_1	450
clkdlybuf4s50_1	430
## logic make-up after synthesis
kind of cell / Yosys count / share of synthesized area, %
fa+ha+maj: 21 / 20.7
simple gates: 56 / 18.7
compound gates: 32 / 16.5
xor+xnor: 14 / 8.07
mux: 2 / 1.32
buf+inv: 25 / 8.31
flops: 16 / 26.3
## Yosys cell counts (2+ instances only)
cell type  instances  share of area, %
xnor2_1            6               3.5
ha_1              14                12
nor3b_1            2              0.99
fa_1               7               9.2
inv_1             20               4.9
nand2_1           20               4.9
buf_6              3               2.2
o21ai_1            3              0.99
o21a_1             3               1.5
o21ai_0            3              0.99
nor2b_1            3               1.2
dfrtp_1           16                26
nor2_1             9               2.2
a31oi_1            2              0.82
xor2_1             8               4.6
nand2b_1           8               3.3
and2_1             4               1.6
nand3_1            5               1.6
a21oi_1            8               2.6
mux2i_1            2               1.3
## through the flow
step                hold WS, ps  area (µm²)  instances  power [mW]
detailed placement          527        1960        305       0.844
global placement            520        1960        305       0.848
CTS                         541        2010        308       0.907
finish                      534        2010        308       0.885
global route                559        2010        308       0.984
floorplan                   494        1520        166       0.551
## report_power, final
group	internal, mW	total, mW	switching (mW)
Combinational	0.366	0.703	0.337
Clock	0.0276	0.0520	0.0244
Sequential	0.105	0.131	0.0251
Total	0.499	0.885	0.387
No activity file was given, so power comes from the tool's default toggle rates.
